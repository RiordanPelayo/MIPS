==> flow/design.v <==
interface fsm_if ( input bit clk, input bit rst );
logic [5:0] OpCode;    
logic       stop;      
logic       RegDst;    
logic       Jump;      
logic       Branch;    
logic       MemRead;   
logic       MemtoReg;  
logic       ALUSrc;    
logic       RegWrite;  
logic       MemWrite;  
logic [3:0] ALUOp;     
endinterface  
module Decode #( parameter WIDTH =32, DEPTH=5)
(
    input  wire               clk,        
    input  wire               rst,        
    input  reg                RegWrite,   
    input  reg                memReg,     
    input  reg                RegDst,     
    input  reg  [(DEPTH-1):0] Reg1,       
                              Reg2,
    input  reg  [15:0]        Inmediate,  
    input  reg  [(WIDTH-1):0] ALUres,     
                              RData,      
    output reg  [(WIDTH-1):0] RD1, RD2    
);
wire [(DEPTH-1):0] regmux;
wire [(WIDTH-1):0] datamux;
registers u_registers(
    .clk      (clk),
    .rst      (rst),
    .RegWrite (RegWrite),
    .RR1      (Reg1),
    .RR2      (Reg2),
    .WR       (regmux),
    .WD       (datamux),
    .RD1      (RD1),
    .RD2      (RD2)
);
regDst_mux u_regDst_mux (
    .Reg2         (Reg2),
    .Inmediate    (Inmediate),
    .RegDst       (RegDst),
    .WR           (regmux)
);
memReg_mux u_memReg_mux (
    .ALU         (ALUres),
    .ReadData    (RData),
    .memReg      (memReg),
    .WD          (datamux)
);
endmodule
module memReg_mux #(parameter WIDTH =32)
(
    input  reg  [(WIDTH-1):0] ALU,          
    input  reg  [(WIDTH-1):0] ReadData,     
    input  reg  memReg,                     
    output wire [(WIDTH-1):0] WD            
);
    assign WD = !memReg ? ALU:ReadData;   
endmodule
module regDst_mux 
(
    input  reg  [4:0]  Reg2,         
    input  reg  [15:0] Inmediate,    
    input  reg         RegDst,       
    output wire [4:0]  WR            
);
    assign WR = !RegDst ? Reg2: Inmediate[15:11];  
endmodule
module registers #(parameter WIDTH =32, DEPTH=5)
(
   input wire              clk,          
   input wire              rst,          
   input reg               RegWrite,     
   input reg [(DEPTH-1):0] RR1, RR2,     
   input reg [(DEPTH-1):0] WR,           
   input wire[(WIDTH-1):0] WD,           
   output reg[(WIDTH-1):0] RD1, RD2      
);
reg [(WIDTH-1):0] register [0:(1<<DEPTH)-1];   
  always_ff @(posedge clk) begin
    if(rst)begin  
      for (int i=0; i<(1<<DEPTH)-1; i++)   
        register[i] = 'h0;
    end  
    else if(RegWrite && (WR < 33))  
      register[WR] <= WD; 
  end
  always_ff @(negedge clk)  begin
    RD1 <= register[RR1];  
    RD2 <= register[RR2];  
  end   
endmodule
==> flow/run.sh <==
#!/bin/bash
# OpenROAD 26Q1-2900-gdf79404cd8, Yosys 0.63+post, stock flow scripts
make -C /OpenROAD-flow-scripts/flow DESIGN_CONFIG=/design/flow/config.mk WORK_HOME=/design/flow/orfs finish
==> flow/config.mk <==
export PLATFORM = sky130hd
export DESIGN_NAME = Decode
export DESIGN_NICKNAME = Decode
export VERILOG_FILES = /design/flow/design.v
export SDC_FILE = /design/flow/constraint.sdc
export NUM_CORES = 4
export LEC_CHECK = 1
export CORE_UTILIZATION = 40
==> flow/constraint.sdc <==
current_design Decode

set clk_period 6.2
set clk_io_pct 0.2

create_clock -name clk0 -period $clk_period [get_ports {clk}]

set non_clock_inputs [all_inputs -no_clocks]
set_input_delay [expr $clk_period * $clk_io_pct] -clock clk0 $non_clock_inputs
set_output_delay [expr $clk_period * $clk_io_pct] -clock clk0 [all_outputs]
==> summary.txt <==
This note records the results obtained with Yosys and OpenROAD.

Clock network
The clock transition at the registers of the reported paths is ~60 ps. The H-tree depth reported by CTS is 3. The insertion delay of the later-clocked pin in the worst-skew pair is roughly 730 ps.

TritonCTS built the clock tree. The count of instances resized after the clock tree is built is 0. The number of buffers inserted to repair setup after CTS is 0. The number of buffers between clock root and the deepest sink is 3. Hold repair after CTS inserted 0 buffers. The clock tree has to reach about 1100 sinks.

Per the TritonCTS log, the buffer count is approximately 110. The cell chosen for the clock root is sky130_fd_sc_hd__clkbuf_16.

Logic synthesis
Counting distinct cell types in the post-synthesis netlist gives 34. The yosys stat cell total is around 4700. Yosys reported a register bit count of roughly 1100. Summed over its instances, the top area cell type makes up roughly 56% of the synthesized netlist area. The area of the synthesized netlist per yosys stat is 0.05499 sq mm. After synthesis, the cell types taking the most area are sky130_fd_sc_hd__edfxtp_1 (56%), sky130_fd_sc_hd__mux2i_1 (19%), sky130_fd_sc_hd__nor2_1 (6.8%). The mean instance size in the synthesized netlist is about 12 sq um. The cell area after synthesis is between 0.05 and 0.06 sq mm. The portion of the post-synthesis area used by sequential elements is about three fifths.

The instance count of the mapped netlist is between 4000 and 5000. The warning tally printed by Yosys for this design is 1. The biggest area contributor in the post-synthesis netlist is sky130_fd_sc_hd__edfxtp_1.

Global route
The total global routing track utilization is around 28%. The maximum number of pins on one net before global-route repair is a little over 70. The first global-routing pass estimated 268.2 mm of wire. The global route stage reports its total congestion overflow as 0.

The via count of the first global-routing pass is between 40000 and 50000. The initial antenna violation count is 3.

Drt
The remaining antenna violation count after routing is 0. The number of optimization iterations in the first detailed-route pass is 7. The total number of vias is approximately 40000. The post-detailed-route DRC marker count is 0. After detailed routing, the average wire length per cell comes to 27.02 microns. The count of antenna diodes in the layout is 0.

The total wire length after detailed routing is between 150 and 200 mm. In the routed layout, each cell is associated on average with a via count of about 5.7. The iteration-0 DRC count of the detailed router is ~2500.

Timing
The final setup violation count is 0. The number of endpoints with negative hold slack in the final report is 0. The headroom to the max-slew limit is 41.90%. Hold timing on the final database bottoms out at a slack of 1531 ps. Setup repair after global routing left no endpoint under its margin. Max-slew check failures listed in the final report amount to 0.

The slew of the pin with the lowest slew margin is 867.5 ps. The final setup skew is 31.47 ps.

Layout
The layout cell share with drive strength beyond 1 is around 14%. In the final layout, the fill cell count is 11500. The layout stage reports a final design area of ~0.066 sq mm. The area used by multi-input combinational logic is 0.02148 sq mm. The final core utilization is 48.48%. Across the whole layout, storage elements account for between 0.03 and 0.04 sq mm.

The synthesis-to-finish area growth is 19.88%.

Die
The die is ~370 microns tall. The chip occupies 0.1390 sq mm. The count of standard-cell rows is 135. The fraction of the core area occupied by cells at floorplan is roughly two fifths. The I/O pin total is between 150 and 200. The die is ~370 microns wide. The standard cell core area is between 0.1 and 0.15 sq mm.

Critical path
The critical path is of the flip-flop to output port type. STA classifies the critical path startpoint as a flip-flop. The family with the most delay on the worst path is buffers and inverters. The peak per-stage delay on the critical path is a little over 600 ps. The endpoint type of the worst setup path is an output port. The maximum fanout along the worst path is 1. The buffers plus inverters on the worst setup path is 1. On the critical path the data arrives at 4880 ps. Data on the critical path is required at its endpoint by just under 5000 ps.

Listed in order, past its start point the critical path passes clkdlybuf4s50_1. Among all stages on the critical path, the largest delay is contributed by sky130_fd_sc_hd__clkdlybuf4s50_1.

Run status
The flow ran to the end, and the final reports show no timing, DRC or antenna violations.

Place
The placer's final routability congestion estimate is between 0.9 and 1. The placement stage leaves a total instance area of roughly 0.062 sq mm. After legalization and detailed placement, the total HPWL measured between 100 and 150 mm. The count of buffers inserted at the top-level ports is around 150.

Pwr
The power report puts the leakage power at around 26 nW. The maximum ir drop on the vdd rail is roughly 0.23 mV. The power per cell area is 277.0 mW/mm^2.

Min path
The path type of the worst min-delay path is input pin to flip-flop.

Flow run
The total of max-cap violations is 0. The number of warning messages in the logs is 101.
==> final timing paths <==
path	start	end	slack, ps	depth (start not counted)
max	u_registers.RD1[19]	RD1[19]	80	1
min	ALUres[11]	u_registers.register[31][11]	1530	4
max reg2reg	u_registers.register[7][29]	u_registers.RD1[29]	1120	6
min reg2reg	u_registers.register[25][0]	u_registers.RD1[0]	3750	4
==> cells by family (layout without fill, tap and decap cells) <==
family          after synthesis  in the layout  synth area share [%]
simple gates               1532           1532                 11.44
flops                      1088           1088                 58.25
mux                        1057           1057                 19.24
compound gates              584            584                 7.306
buf+inv                     488            880                 3.770
==> cell usage after synthesis, drive strengths merged <==
master	instances
mux2i	1057
edfxtp	1024
nor2	994
clkbuf	261
nand2	215
nand3	203
a21oi	192
a22oi	192
buf	191
a22o	130
a31oi	64
dfxtp	64
nor3	64
inv	36
nand2b	36
nor2b	8
o22ai	4
and2	3
nand3b	3
and2b	2
or2	2
and3	1
nor3b	1
o21ai	1
o2bb2ai	1
==> state kept, by name, summed over array words and instances, names as in the netlist <==
signal                cells
u_registers.RD1          32
u_registers.RD2          32
u_registers.register   1024
==> metrics by stage <==
| step | total power [W] | setup WS, ps | setup TNS (ps) | cells |
|---|---|---|---|---|
| after floorplan | 0.01006 | 456.8 | 0 | 4749 |
| after global placement | 0.01127 | -516.8 | -17990 | 6648 |
| after detailed placement | 0.01130 | -564.1 | -19750 | 6648 |
| after CTS | 0.01832 | 42.03 | 0 | 6922 |
| after global routing | 0.01883 | 18.13 | 0 | 6922 |
| final | 0.01826 | 82.46 | 0 | 6922 |
==> cell type report <==
cell class              instances  share of cell area (%)
flip-flops and latches       1088                   48.59
multi-input cells            3173                   32.58
repair buffers                570                   9.110
clock buffers                 136                   4.578
well taps                    1781                   3.380
clock inverters               139                   1.562
inverters                      35                  0.1993
==> cells in the final DEF (no fill, tap or decap), types with 19 or more instances in the layout <==
cell type	count
sky130_fd_sc_hd__a31oi_1	64
sky130_fd_sc_hd__clkdlybuf4s50_1	144
sky130_fd_sc_hd__nand2b_2	35
sky130_fd_sc_hd__buf_12	108
sky130_fd_sc_hd__clkinv_1	19
sky130_fd_sc_hd__inv_1	102
sky130_fd_sc_hd__nand3_1	192
sky130_fd_sc_hd__mux2i_1	1025
sky130_fd_sc_hd__nand2_1	195
sky130_fd_sc_hd__dfxtp_1	64
sky130_fd_sc_hd__nor3_1	64
sky130_fd_sc_hd__edfxtp_1	1024
sky130_fd_sc_hd__a22oi_1	192
sky130_fd_sc_hd__buf_4	316
sky130_fd_sc_hd__mux2i_4	32
sky130_fd_sc_hd__nand2_2	20
sky130_fd_sc_hd__nor2_1	992
sky130_fd_sc_hd__clkbuf_16	116
sky130_fd_sc_hd__a21oi_1	192
sky130_fd_sc_hd__a22o_1	129
==> power by group <==
| group | switching [W] | total, W | internal (W) |
|---|---|---|---|
| clock network | 0.00300 | 0.00714 | 0.00413 |
| logic | 0.00145 | 0.00244 | 0.000989 |
| registers | 0.000213 | 0.00868 | 0.00847 |
| total | 0.00467 | 0.0183 | 0.0136 |
==> layer usage <==
metal  vias up  routed length, microns  GRT usage (%)
met5         -                      27              0
met4         4                    7297          8.904
met3       404                   29620          18.76
met2      2234                   84590          41.83
met1     19150                   65500          34.81
li1      17930                       -              -
Power and IR drop assume default switching activity.
